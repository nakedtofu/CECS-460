`flow/constraint.sdc`:
```
current_design TX_Engine

set clk_period 3.7
set clk_io_pct 0.2

create_clock -name clk0 -period $clk_period [get_ports {clk}]

set non_clock_inputs [all_inputs -no_clocks]
set_input_delay [expr $clk_period * $clk_io_pct] -clock clk0 $non_clock_inputs
set_output_delay [expr $clk_period * $clk_io_pct] -clock clk0 [all_outputs]
```
`flow/run.sh`:
```
#!/bin/bash
# OpenROAD 26Q1-2900-gdf79404cd8, Yosys 0.63+post, stock flow scripts
make -C /OpenROAD-flow-scripts/flow DESIGN_CONFIG=/design/flow/config.mk WORK_HOME=/design/flow/orfs finish
```
`flow/design.v`:
```
`timescale 1ns / 1ps
module Baud_Decode( Baud, Baud_Out );
input   [3:0] Baud;
output [18:0] Baud_Out;
assign Baud_Out = (Baud == 4'h0) ? 19'd333333 :  
                  (Baud == 4'h1) ?  19'd83333 :  
						(Baud == 4'h2) ?  19'd41667 :  
                  (Baud == 4'h3) ?  19'd20833 :  
						(Baud == 4'h4) ?  19'd10417 :  
                  (Baud == 4'h5) ?   19'd5208 :  
						(Baud == 4'h6) ?   19'd2604 :  
                  (Baud == 4'h7) ?   19'd1736 :  
						(Baud == 4'h8) ?    19'd868 :  
                  (Baud == 4'h9) ?    19'd434 :  
						(Baud == 4'hA) ?    19'd217 :  
                  (Baud == 4'hB) ?    19'd109 :  
						                      19'd0;
endmodule
`timescale 1ns / 1ps
module Bit_Counter(clk, reset, BTU, DOIT, DONE );
input clk, reset, BTU, DOIT;
output DONE;
reg [3:0] D_Out, n_D_Out;
always @ (posedge clk, posedge reset)
begin
	if(reset)
	   D_Out <= 4'b0;
	else
	   D_Out <= n_D_Out;
end
always @ (*)
begin
   case( {DOIT,BTU} )
	      2'b00: n_D_Out <= 4'b0;
		   2'b01: n_D_Out <= 4'b0;
		   2'b10: n_D_Out <= D_Out;
		   2'b11: n_D_Out <= D_Out + 4'b1;
		 default: n_D_Out <= D_Out;
		endcase
end
assign DONE = (D_Out == 4'd11) ? 1'b1 : 1'b0;
endmodule
`timescale 1ns / 1ps
module Bit_Time_Counter( clk, reset, DOIT, BAUD, BTU );
input         clk, reset, DOIT;
input  [18:0] BAUD;
output        BTU;
reg [18:0] D_Out, n_D_Out;
always @ (posedge clk, posedge reset)
begin
   if(reset)
	   D_Out <= 19'b0;
	else
	   D_Out <= n_D_Out;
end
always @ (*)
begin
   case( {DOIT,BTU} )
      2'b00: n_D_Out <= 19'b0;
	   2'b01: n_D_Out <= 19'b0;
	   2'b10: n_D_Out <= D_Out + 19'b1;
	   2'b11: n_D_Out <= 19'b0;
	default : n_D_Out <= D_Out;
	endcase
end
assign BTU = (D_Out == BAUD) ? 1'b1 : 1'b0;
endmodule
`timescale 1ns / 1ps
module SD_Decode( Eight, PEN, OHEL, Din, Decode_Out );
input        Eight, PEN, OHEL;
input  [7:0] Din;
output [1:0] Decode_Out;
assign Decode_Out = ( {Eight, PEN, OHEL} == 3'b000 ) ? 2'b11: 
             ( {Eight, PEN, OHEL} == 3'b001 ) ? 2'b11:
             ( {Eight, PEN, OHEL} == 3'b010 ) ? { 1'b1, ^Din[6:0] }:
             ( {Eight, PEN, OHEL} == 3'b011 ) ? { 1'b1, ~^Din[6:0] }:
             ( {Eight, PEN, OHEL} == 3'b100 ) ? { 1'b1, Din[7] }:
             ( {Eight, PEN, OHEL} == 3'b101 ) ? { 1'b1, Din[7] }:
				 ( {Eight, PEN, OHEL} == 3'b110 ) ? { ^Din[7:0], Din[7] }:
				                                    { ~^Din[7:0], Din[7] };
endmodule
`timescale 1ns / 1ps
module TX_Engine( clk, reset, port_id, write_strobe, baud_in,
                  out_port, Eight, Pen, OHEL, tx_rdy, tx );
input        clk, reset, write_strobe, Eight, Pen, OHEL;
input  [3:0] baud_in;
input [7:0] out_port;
input [15:0] port_id;
output reg tx_rdy;
output     tx;
wire BTU, DONE, LOAD;
wire [1:0] sd_out;
wire [18:0] baud_out;
reg DOIT, LOADD1;
reg [7:0] LDATA;
Baud_Decode baud_decode ( .Baud(baud_in), .Baud_Out(baud_out) );
Bit_Time_Counter btc ( .clk(clk), .reset(reset), .DOIT(DOIT), .BAUD(baud_out), .BTU(BTU) );
Bit_Counter bc ( .clk(clk), .reset(reset), .BTU(BTU), .DOIT(DOIT), .DONE(DONE) );
SD_Decode sd_decode ( .Eight(Eight), .PEN(Pen), .OHEL(OHEL), .Din(LDATA), .Decode_Out(sd_out) );
shift_register shift_reg ( .clk(clk), .reset(reset), .Load(LOADD1), .SH(BTU), .SDI(1'b1), .Data( {2'b10, LDATA[6:0], sd_out} ), .SDO(tx));
assign LOAD = ( (port_id == 0) && (write_strobe) ) ? 1'b1:1'b0;
always @ (posedge clk, posedge reset)
begin
	if (reset)
		tx_rdy <= 1'b1;
	else if(LOAD)
		tx_rdy <= 1'b0;
	else if(DONE)
		tx_rdy <= 1'b1;
	else
		tx_rdy <= tx_rdy;
end
always @ (posedge clk, posedge reset)
begin
	if (reset)
		DOIT <= 1'b0;
	else if(DONE)
		DOIT <= 1'b0;
	else if(LOADD1)
		DOIT <= 1'b1;
	else
		DOIT <= DOIT;
end
always @ (posedge clk, posedge reset)
begin
	if (reset)
		LDATA <= 8'b0;
	else if(LOAD)
		LDATA <= out_port[7:0];
	else
		LDATA <= LDATA;
end
always @ (posedge clk, posedge reset)
begin
	if (reset)
		LOADD1 <= 1'b0;
	else
		LOADD1 <= LOAD;
end
endmodule
`timescale 1ns / 1ps
module shift_register(clk, reset, Load, SH, SDI, Data, SDO);
input      clk, reset, Load, SH, SDI;
input      [10:0] Data;
output reg SDO;
reg [10:0] SR;
always @ (posedge clk, posedge reset)
begin
   if(reset)
	begin
	   SDO <= 1'b1;
	   SR <= 11'b111_1111_1111;
   end
	else if(Load)	
   begin
	   SDO <= SDO;
      SR <= Data;
   end		
	else if(SH)
	begin
	   SDO <= SR[0];
		SR <= { SDI, SR[10:1] };
	end
	else
	begin
	   SDO <= SDO;
		SR <= SR;
	end
end
endmodule
```
`flow/config.mk`:
```
export PLATFORM = sky130hd
export DESIGN_NAME = TX_Engine
export DESIGN_NICKNAME = TX_Engine
export VERILOG_FILES = /design/flow/design.v
export SDC_FILE = /design/flow/constraint.sdc
export NUM_CORES = 4
export LEC_CHECK = 1
export CORE_UTILIZATION = 50
```
==> job_summary.md <==
### Yosys + OpenROAD results

| Metric | Value |
|---|---|
| Crit path DAT | ~3.5 ns |
| CTS root buffer | clkbuf_8 |
| Clock network power share | between 30% and 40% |
| DR DRC count | 0 |
| Hold WC Path Type | flop to flop |
| Starting DRT DRC Count | ~250 |
| Slew @ Worst Pin | 0.7576 ns |
| GRT Overall Usage | 25.05% |
| Largest net degree at the start of global routing | 33 |
| RSZ-0062 raised after global routing | no |
| TritonCTS clock tree | yes |
| Worst Hold Depth | 2 |
| Vias in the first global route | 2,350 |
| End point of the critical path | btc.D_Out[1]$_DFF_PP0_ |
| Worst-Skew Late Latency | 0.30 ns |
| CP startpoint | baud_in[0] |
| Pre-CTS WS | about 0.18 ns |
| Final Instance Area | roughly 3500 µm² |
| Max clock buf depth | 2 |
| Worst Path Required | a little under 4 ns |
| Leakage | ~1.4 nW |
| Cts bufs inserted | 5 |
| Final Hold Vio Count | 0 |
| Setup crit start kind | primary input |
| Worst Path Class, Setup | primary input to flop |
| Crit-path max FO | 14 |
| Detail Route Antenna Nets | 0 |
| Most instantiated logic cells after routing | 35 x clkdlybuf4s50_1, 33 x dfrtp_1, 31 x nor2_1 |
| Worst R2R End | btc.D_Out[1]$_DFF_PP0_ |
| Pwr Total | 960.3 µW |
| Synth Warn # | 4 |
| GR Overflow Total | 0 |
| Post-detail-place hpwl | ~5.1 mm |
| Via Count | roughly 2,600 |
| Reg2reg start | btc.D_Out[12]$_DFF_PP0_ |
| Initial antenna violation count | 0 |
| DIE AREA | roughly 6300 µm² |
| CTS Sinks | ~45 |
| Yosys reg bits | approximately 45 |
| Post-layout min period | approximately 3.3 ns |
| Dominant logic cell type in the layout | clkdlybuf4s50_1 |
| Final worst slack | 0.4402 ns |
| Share of layout cells above drive strength 1 | between 10% and 20% |
| Seq pwr share | 52.1% |
| Max-cap violations | 0 |
| Comb pwr share | approximately 16% |
| Die Span Y | between 70 and 80 µm |
| Finish-stage setup viols | 0 |
| CP max-delay cell | clkdlybuf4s50_1 |
| CP delay by family, top | simple AND/OR/NAND/NOR gates |
| Worst clock skew | approximately 0.0095 ns |
| Max stage delay on crit path | approximately 0.62 ns |
| Die width | about 79 µm |
| Worst vdd ir | a little over 0.0002 V |
| YS chip area | 3000 µm² |
| CTS resizes | 0 |
| Total Routed Length | about 7.1 mm |
| CP Capture Type | flop |
| Ys async rst share | 100.0% |
| FMAX | approximately 0.31 GHz |
| Buffers on Ports | 35 |
| # fillers | 491 |
| First-pass GRT wire length | around 12 mm |
| Core Util, Final | between 60% and 70% |
| Initial Util | between 50 and 60% |
| P&R area growth vs syn | 17.56% |
| Router iterations before antenna repair | 7 |
| Power density over the cells | around 270 nW/µm² |
| Setup TNS | 0 ns |
| CP Depth | 8 |
| R2R cell count | 7 |
| Status | finished, final reports clean |
| CTS Hold Bufs | 0 |
| Seq. cell area | roughly 1100 µm² |
| Slew Limit Fails | 0 |
| Relative slew slack | around half |
| Setup Fix Bufs, Post-CTS | 0 |
| Core area | roughly 5600 µm² |
| Synthesized cell area | around 3000 µm² |
| Yosys cell count | between 300 and 400 |
| Via density | ~5.9 |
| FF-to-FF setup slack | approximately 1.2 ns |
| Routability cong. | between 0.9 and 1 |
| Diode count | 0 |
| CTS clk-pin slew, worst paths | ~0.090 ns |
| # rows | 27 |
| Internal cell power | slightly above 700 µW |
| Worst path bufs/invs | 1 |
| Register share after synthesis | between 30% and 40% |
| # IOs | 36 |
| Net Sw Power | around 250 µW |
| Placed cell area | around 3400 µm² |
| Synth cell types | around 60 |
| Post-synth EDFFs | 0 |
| Logic area | ~1700 µm² |
| Net Sw Frac | 26.48% |
| Synth Flop Type | dfrtp_1 |
| Mean area per synthesized cell | just under 9 µm² |
| Wirelength per Cell | between 15 and 20 µm |
| Fin crit share | 88.10% |
| Critical path cell sequence | clkdlybuf4s50_1 -> or3b_2 -> a211oi_1 -> a311o_1 -> o211ai_1 -> and4b_1 -> nand2_1 -> and3_1 |
| Clock H-tree levels | 2 |
| Syn Inst Count | between 300 and 400 |
| Total tool warning count | 27 |
## worst min-delay path by stage
stage,end,startpoint,slack (ns)
CTS,shift_reg.SR[9]$_DFFE_PP1P_,shift_reg.SR[9]$_DFFE_PP1P_,0.47
global route,shift_reg.SR[9]$_DFFE_PP1P_,shift_reg.SR[9]$_DFFE_PP1P_,0.48
finish,shift_reg.SR[9]$_DFFE_PP1P_,shift_reg.SR[9]$_DFFE_PP1P_,0.47
## state kept, by name (all words and copies together) (netlist names)
register and cells:
shift_reg.SR 10, shift_reg.SDO 1, tx_rdy 1, LDATA 8
btc.D_Out 19, LOADD1 1, bc.D_Out 4, DOIT 1
## synthesized netlist by cell type, types with 6 or more instances
cell type / instances / area, µm²
dfrtp_1: 33 / 825.8
nand2b_1: 6 / 37.54
nand2_1: 17 / 63.81
xnor2_1: 14 / 122.6
o21ai_0: 19 / 95.09
clkbuf_1: 12 / 45.04
inv_1: 13 / 48.80
nor2b_1: 11 / 68.82
xor2_1: 14 / 122.6
a21oi_1: 22 / 110.1
a31oi_1: 13 / 81.33
nor2_1: 31 / 116.4
nor4_1: 7 / 43.79
nand3_1: 11 / 55.05
mux2_2: 9 / 101.4
dfstp_2: 12 / 315.3
a22oi_1: 6 / 45.04
nor3_1: 7 / 35.03
## stage by stage
| step | instances | hold WS, ns |
|---|---|---|
| 2_1_floorplan | 342 | 0.4414 |
| 3_3_place_gp | 438 | 0.4537 |
| 3_5_place_dp | 438 | 0.4532 |
| 4_1_cts | 446 | 0.4682 |
| 5_1_grt | 446 | 0.4813 |
| 6_report | 446 | 0.4704 |
## power groups by stage
stage,Combinational [mW],Sequential [mW],Clock [mW]
5_1_grt,0.165,0.501,0.343
4_1_cts,0.149,0.500,0.320
6_report,0.149,0.500,0.311
## per-layer routing
| metal | routed length [µm] | share of wire, % | up-vias | track usage, % |
|---|---|---|---|---|
| met4 | 56 | 0.79 | 0 | 1.818 |
| li1 | - | - | 1312 | - |
| met2 | 2847 | 40 | 85 | 34.02 |
| met1 | 3661 | 52 | 1243 | 44.83 |
| met3 | 487 | 6.9 | 6 | 3.828 |
| met5 | 0 | 0 | - | 0 |
## worst min-delay path: cells and delay by family, from the launching register on
kind | cells | cell delay [ns]
buffers and inverters | 1 | 0.04
AND-OR/OR-AND | 1 | 0.05
flip-flops | 1 | 0.38
## layout make-up
cell class                 instances  area share (%)
multi-input combinational        258           47.43
sequential                        45           32.35
timing repair buffer              49           13.62
tap                               72           2.554
clock buffer                       5           1.951
inverter                          14           1.490
clock inverter                     3          0.6031
## kinds of logic (layout without fill, tap and decap cells)
family / count (synthesis) / after routing / share of synthesized area (%)
AOI/OAI and AO/OA: 94 / 94 / 20.64
xor gates and xnor gates: 28 / 28 / 8.174
adders and majority gates: 3 / 3 / 1.168
buffers and inverters: 39 / 71 / 6.213
DFF: 45 / 45 / 38.03
muxes: 9 / 9 / 3.378
and+or+nand+nor: 124 / 124 / 22.39
Power is estimated from default activity; no workload was simulated.
